$ cat /design/flow/design.v
module main (
    input clk,
    input btn1_n,
    input btn2_n,
    input  rx,
    output tx,
    output reg led_blue_n,
    output reg led_amber_n
);
    wire rst;
    assign rst=~btn1_n;
    wire btn;
    wire start_btn;
reg count;
wire [7:0] data_recive;
reg start = 0;
wire tx_done_flag;
wire rx_done_flag;
reg state;
UART_tx txr(
    .clk(clk),
    .rst(rst),
    .start(start),
    .tx_data(data_recive),
    .Rs232_tx_(tx),
    .done_flag(tx_done_flag)
);
UART_rx rxr(
    .clk(clk),
    .rst(rst),
    .Rs232_rx(rx),
    .rx_data(data_recive),
    .done_flag(rx_done_flag)
);
always @(posedge clk) begin
    if(rx_done_flag&&~tx_done_flag)begin
        start <= 1;
        led_blue_n <= ~led_blue_n;
    end
    else if(tx_done_flag)begin
        led_amber_n <= ~led_amber_n;
    end
    else begin
    start <= 0;
    end
end
endmodule
module UART_rx (
    input clk,
    input rst,
    input Rs232_rx,
    output reg [7:0]rx_data,
    output wire done_flag
);
localparam [1:0] idle  = 2'b00,
                start = 2'b01,
                send  = 2'b10,
                stop  = 2'b11;
localparam clks_per_bit = 1250;
reg [2:0] state = idle;
reg [7:0] rx_buf=0;
reg [3:0]data_count=0;
reg [15:0]counter=0;
reg ERROR;
reg done;
always@(posedge clk or posedge rst)begin
    if(rst)begin
        state <= idle;
        done <= 0;
        counter <= 0;
        data_count <= 0;
    end
    else begin case(state)
        idle:
        begin
            counter <= 0;
            data_count <= 0;
            done <= 0;
            if(~Rs232_rx)begin
                state <= start;
            end
            else begin
                state <= idle;
            end
        end
        start:
        begin
            if(counter == clks_per_bit/2)begin
                if(~Rs232_rx)
                begin
                    state <= send;
                    counter <= 0;
                end
                else begin
                    state <= idle;
                end
            end
            else begin
                state <= start;
                counter <= counter + 1;
            end
        end
        send:
        begin
            if(counter < clks_per_bit)begin
                state <= send;
                counter <= counter + 1;
                rx_buf[data_count] <= Rs232_rx;
            end
            else begin
                if(data_count<7)begin
                    data_count <= data_count + 1;
                    counter <= 0;
                end
                else begin
                    counter <= 0;
                    state <= stop;
                end
            end
        end
        stop:
        begin
            if(counter < clks_per_bit)begin
                state <= stop;
                counter <= counter + 1;
            end
            else begin
                state <= idle;
                counter <= 0;
                done <= 1;
                rx_data <= rx_buf;
            end
        end
            default: begin
                state <= idle;
            end
    endcase
    end
end
assign done_flag = done;
endmodule
module UART_tx (
    input clk,
    input rst,
    input [7:0]tx_data,
    input start,
    output wire Rs232_tx_,
    output wire done_flag
);
localparam clks_per_bit = 1250;
localparam [1:0] idle  = 2'b00,
                strt = 2'b01,
                data  = 2'b10,
                stop  = 2'b11;
reg [15:0]counter;
reg [1:0] state = idle;
reg[9:0] data_buf = 0;
reg[3:0]data_count = 0;
reg done = 0;
reg Rs232_tx = 1;
always@(posedge clk or posedge rst)begin
    if(rst)begin
        state <= idle;
        done <= 0;
    end
    else begin
    case(state)
        idle:begin
            data_count<=0;
            done <= 0;
            counter <= 0;
            Rs232_tx <= 1;
            if(start)begin
                state<=strt;
            end
        end
        strt:begin
                data_buf[0] <= 0;
                data_buf[1] <= tx_data[0];
                data_buf[2] <= tx_data[1];
                data_buf[3] <= tx_data[2];
                data_buf[4] <= tx_data[3];
                data_buf[5] <= tx_data[4];
                data_buf[6] <= tx_data[5];
                data_buf[7] <= tx_data[6];
                data_buf[8] <= tx_data[7];
                data_buf[9] <= 1;
                state<=data;
                data_count<=0;
        end
        data:begin
            if(counter<clks_per_bit)begin
                counter <= counter + 1;
                Rs232_tx <= data_buf[data_count];
                state <= data;
            end
            else begin
                if(data_count<9)begin
                    data_count <= data_count + 1;
                    counter <= 0;
                end
                else begin
                    counter <= 0;
                    Rs232_tx <= 1;
                    state <= stop;
                end
            end
        end
        stop:begin
            state <= idle;
            done <= 1;
        end
        default: begin
            Rs232_tx <= 1;
            done <= 0;
            state <= idle;
        end
    endcase
end
end
assign done_flag = done;
assign Rs232_tx_ = Rs232_tx;
endmodule
$ cat /design/flow/run.sh
#!/bin/bash
# OpenROAD 26Q1-2900-gdf79404cd8, Yosys 0.63+post, stock flow scripts
make -C /OpenROAD-flow-scripts/flow DESIGN_CONFIG=/design/flow/config.mk WORK_HOME=/design/flow/orfs finish
$ cat /design/flow/config.mk
export PLATFORM = sky130hd
export DESIGN_NAME = main
export DESIGN_NICKNAME = main
export VERILOG_FILES = /design/flow/design.v
export SDC_FILE = /design/flow/constraint.sdc
export NUM_CORES = 4
export LEC_CHECK = 1
export CORE_UTILIZATION = 30
$ cat /design/flow/constraint.sdc
current_design main

set clk_period 2.6
set clk_io_pct 0.2

create_clock -name clk0 -period $clk_period [get_ports {clk}]

set non_clock_inputs [all_inputs -no_clocks]
set_input_delay [expr $clk_period * $clk_io_pct] -clock clk0 $non_clock_inputs
set_output_delay [expr $clk_period * $clk_io_pct] -clock clk0 [all_outputs]
==> Changelog: implementation <==
## Flow update

- Status: completed
- Distinct cells, synth: 54
- Hold Path Class: flip-flop to flip-flop
- Dominant flop cell: edfxtp_1
- Die ar.: ~0.013 mm^2
- Vias in the first global route: around 2,200
- Slowest CP cell: dfrtp_1
- DP HPWL: between 3000 and 4000 um
- Number of synthesized flops with an enable pin: 48
- Fmax: 449 MHz
- Ports: 7
- # clock sinks: ~75
- First-pass GRT wire length: 9910 um
- Crit path DAT: 2.30 ns
- Chip height: 112 um
- Post-layout minimum cycle time: 2.23 ns
- Clock transition at path regs: 0.06 ns
- Resized cells post-CTS: 0
- H-Tree Depth: 3
- Largest net degree at the start of global routing: 22
- Setup repair after global routing missed its margin: no
- CTS tree: yes
- Hold Worst Slack: roughly 0.42 ns
- Final Cycle Share: 85.6%
- WL final: between 5000 and 6000 um
- Max-cap violation count: 0
- Critical Path Sink Type: flip-flop
- Share of cells above drive strength 1: between 10% and 20%
- Ys cells: 313
- Synth Instances: approximately 310
- Root buffer cell: clkbuf_16
- DRT Pass-1 Iters: 4
- GRT overflow: 0
- Top Layout Cells: edfxtp_1 (48), nor2_1 (43), dfrtp_1 (26), nand2_1 (20), inv_1 (18)
- Worst EP required: 2.68 ns
- Max Root-Sink Buffers: 2
- Overall Global Routing Usage: around a tenth
- Synthesized registers: 75
- DRC: 0
- Final hold vios: 0
- P&R area growth vs syn: 15.0%
- Pwr/cell area: around 820 mW/mm^2
- Crit-path max cell delay: 0.53 ns
- Routed WL per cell: 11.5 um
- Tool warning count: 35
- TritonCTS Buffers: 9
- YS chip area: 0.00366 mm^2
- Final ANT Viol Nets: 0
- Setup bufs post-CTS: 0
- Most numerous logic cell after layout: edfxtp_1
- Yosys warning tally: 3
- Vias: 2,240
- Via density: 4.67
- Final-layout fill cell count: 1,093
- Post-synthesis average cell area: 11.7 um^2
- Post-synth seq share: 57.7%
- Worst setup SP type: flip-flop
- N_diodes: 0
- Initial antenna violation count: 0
- First-iteration detailed-routing DRC count: 80
- Area of the mapped netlist: between 0.003 and 0.004 mm^2
- Asr flop ratio synth: 34.7%
- WP buf/inv: 1
- Routability Congestion: 0.800
- Setup violators final: 0
- Worst-case vdd ir drop: 0.272 mV
- Largest delay share family, worst path: flip-flops
- Leakage: 1.52 nW
- CP Cell Sequence: inv_1 > ha_1 > and2_1 > a21oi_1 > o32a_1 > nor3_1 > mux2_2
- CP Max Fanout: 11
- Row count: 39
- WS Path Type: flip-flop to flip-flop
- Slew Viols, Final: 0
- Setup Skew: 0.00476 ns
- Die width: between 100 and 150 um
- Hold_buf cts: 0
- CORE AREA: 0.0117 mm^2
- Later-pin clock latency in the skew report: roughly 0.32 ns
- IO Port Bufs: 5
- Core Density at Floorplan: 31.4%
- Fin Setup TNS: 0 ns
## flip-flops by register name, summed over array words and instances (netlist names), 2 cells and up
signal / cells
rxr.data_count: 4
rxr.rx_buf: 8
txr.counter: 16
rxr.state: 2
rxr.rx_data: 8
txr.state: 2
txr.data_count: 4
txr.data_buf: 9
rxr.counter: 16
## layer usage
| metal | wire [um] | track usage (%) | share of wire, % |
|---|---|---|---|
| met5 | 0 | 0 | 0 |
| met4 | 80 | 1.24 | 1.4 |
| met3 | 253 | 3.52 | 4.6 |
| met2 | 2370 | 14.2 | 43 |
| met1 | 2820 | 15.8 | 51 |
## metrics by stage
stage	power [W]	setup WS (ns)	utilization, %	cells	area (um^2)
2_1_floorplan	0.00209	0.340	-	317	3670
3_3_place_gp	0.00223	0.414	33.5	464	3910
3_5_place_dp	0.00225	0.372	33.5	464	3910
4_1_cts	0.00349	0.374	36.1	480	4210
5_1_grt	0.00365	0.159	36.1	480	4210
6_report	0.00343	0.373	36.1	480	4210
## cells in the mapped netlist (4+ instances only)
cell type   n  area [um^2]
a21oi_1     5         25.0
and2_1      5         31.3
and3_1      6         37.5
clkbuf_1    6         22.5
dfrtp_1    26          651
edfxtp_1   48         1440
ha_1       14          175
inv_1      18         67.6
mux2_2      5         56.3
mux2i_1     5         50.1
nand2_1    20         75.1
nand3_1    15         75.1
nand4_1     4         25.0
nor2_1     43          161
nor3_1      5         25.0
nor4_1      4         25.0
o21ai_0     8         40.0
o2bb2ai_1   6         52.6
xnor2_1    13          114
xor2_1     10         87.6
## where the power goes
group          switching (W)  leakage [nW]  internal [W]  total (W)
Sequential          0.000188         0.725       0.00149    0.00168
Combinational       0.000284         0.661      0.000264   0.000548
Clock               0.000445         0.139      0.000763    0.00121
Total               0.000917          1.52       0.00252    0.00343
## final cells by class
type                       instances  area, um^2  share of cell area (%)
inverter                          18        67.6                    1.61
tap                              143         179                    4.25
clock inverter                     5        53.8                    1.28
timing repair buffer              11        95.1                    2.26
clock buffer                      11         243                    5.77
sequential                        75        2110                    50.2
multi-input combinational        217        1460                    34.6
## path summary, 6_finish.rpt
path,slack [ns],from,cells after the start,to
max,0.37,rxr.data_count[0],7,rxr.rx_buf[4]
min,0.42,rxr.rx_data[6],0,txr.data_buf[7]
max reg2reg,0.37,rxr.data_count[0],7,rxr.rx_buf[4]
min reg2reg,0.42,rxr.rx_data[6],0,txr.data_buf[7]
max in group asynchronous,1.46,btn1_n,2,rxr.data_count[1]
min in group asynchronous,0.51,btn1_n,1,rxr.state[0]
## worst reg2reg max path: stages, from the launching register on
cell and delay, ns:
dfrtp_1 0.53, inv_1 0.19, ha_1 0.31, and2_1 0.18, a21oi_1 0.16, o32a_1 0.27, nor3_1 0.07, mux2_2 0.28
## kinds of logic (layout without fill, tap and decap cells)
family	Yosys count	count (layout)	share of synthesized area, %
flops	75	75	57.7
fa+ha+maj	14	14	4.79
simple gates	122	122	16.9
other cells	2	6	0.205
mux	11	11	3.52
buf+inv	25	45	2.87
compound gates	41	41	8.48
xor+xnor	23	23	5.50
Power figures rest on the tool's default switching activity, not on a simulated workload.
